--- /design/flow/config.mk ---
export PLATFORM = sky130hd
export DESIGN_NAME = mux_4_1_alusrc_memtoreg
export DESIGN_NICKNAME = mux_4_1_alusrc_memtoreg
export VERILOG_FILES = /design/flow/design.v
export SDC_FILE = /design/flow/constraint.sdc
export NUM_CORES = 4
export LEC_CHECK = 1
export CORE_AREA = 10 10 131 131
export DIE_AREA = 0 0 141 141
--- /design/flow/constraint.sdc ---
current_design mux_4_1_alusrc_memtoreg

set clk_period 1.0
set clk_io_pct 0.2

create_clock -name clk0 -period $clk_period

set non_clock_inputs [all_inputs -no_clocks]
set_input_delay [expr $clk_period * $clk_io_pct] -clock clk0 $non_clock_inputs
set_output_delay [expr $clk_period * $clk_io_pct] -clock clk0 [all_outputs]
--- /design/flow/design.v ---
`timescale 1ns/10ps
module mux_2_1(S0, D0, D1, out_mux);
	input logic S0, D0, D1;
	output logic out_mux;
	logic t0,t1;
	not #0.05 s0_not(S0_not, S0);
	and #0.05 and1(t0, S0_not, D0);
	and #0.05 and2(t1, S0, D1);
	or #0.05 or1(out_mux, t0, t1);
endmodule
module mux_reg2loc(S0, D0, D1, out_mux);
	input logic S0;
	input logic [4:0] D0, D1;
	output logic [4:0] out_mux;
	genvar i;
	generate
		for (i=0; i<5; i++) begin: each_bit_reg2loc
			mux_2_1 dut1(.S0(S0), .D0(D0[i]), .D1(D1[i]), .out_mux(out_mux[i]));
		end
	endgenerate
endmodule
module mux_3bit(S0, D0, D1, out_mux);
	input logic S0;
	input logic [3:0] D0, D1;
	output logic [3:0] out_mux;
	genvar i;
	generate
		for (i=0; i<4; i++) begin: each_bit_reg2loc
			mux_2_1 dut1(.S0(S0), .D0(D0[i]), .D1(D1[i]), .out_mux(out_mux[i]));
		end
	endgenerate
endmodule
module mux_xsize_loc(S0, D0, D1, out_mux);
	input logic S0;
	input logic [3:0] D0, D1;
	output logic [3:0] out_mux;
	genvar i;
	generate
		for (i=0; i<4; i++) begin: each_bit_xsize_loc
			mux_2_1 dut3(.S0(S0), .D0(D0[i]), .D1(D1[i]), .out_mux(out_mux[i]));
		end
	endgenerate
endmodule
module mux_2_1_brtaken_uncondbr(S0, D0, D1, out_mux);
	input logic S0;
	input logic [63:0] D0, D1;
	output logic [63:0] out_mux;
	genvar i;
	generate
		for (i=0; i<64; i++) begin: each_bit_brtaken
			mux_2_1 dut4(.S0(S0), .D0(D0[i]), .D1(D1[i]), .out_mux(out_mux[i]));
		end
	endgenerate
endmodule
module mux_64_bit(S0, D0, D1, out_mux);
	input logic S0;
	input logic [63:0] D0, D1;
	output logic [63:0] out_mux;
	genvar i;
	generate
		for (i=0; i<64; i++) begin: each_bit_brtaken
			mux_2_1 dut4(.S0(S0), .D0(D0[i]), .D1(D1[i]), .out_mux(out_mux[i]));
		end
	endgenerate
endmodule
module mux_32_bit(S0, D0, D1, out_mux);
	input logic S0;
	input logic [31:0] D0, D1;
	output logic [31:0] out_mux;
	genvar i;
	generate
		for (i=0; i<32; i++) begin: each_bit_brtaken
			mux_2_1 mux_32_bit(.S0(S0), .D0(D0[i]), .D1(D1[i]), .out_mux(out_mux[i]));
		end
	endgenerate
endmodule
module mux_4_1(S0, S1, D0,D1,D2,D3, out_mux);
	input logic S0, S1, D0, D1,D2, D3;
	output logic out_mux;
	logic t0,t1,t2, t3;
	not #0.05 s0_not(S0_not, S0);
	not #0.05 s1_not(S1_not, S1);
	and #0.05 and3(t0, S1_not, S0_not, D0);
	and #0.05 and4(t1, S1_not, S0, D1);
	and #0.05 and5(t2, S1, S0_not, D2);
	and #0.05 and6(t3, S1, S0, D3);
	or #0.05 orgate_mux(out_mux, t0,t1,t2,t3);
endmodule
module mux_4_1_alusrc_memtoreg(S0, S1, D0, D1, D2, D3, out_mux);
	input logic S0, S1;
	input logic [63:0] D0, D1, D2, D3;
	output logic [63:0] out_mux;
	genvar i;
	generate
		for (i=0; i<64; i++) begin: each_bit_alusrc
			mux_4_1 dut2(.S0(S0), .S1(S1), .D0(D0[i]),.D1(D1[i]),.D2(D2[i]),.D3(D3[i]), .out_mux(out_mux[i]));
		end
	endgenerate
endmodule
module mux_4_1_mask(S0, S1, D0, D1, D2, D3, out_mux);
	input logic S0, S1;
	input logic [15:0] D0, D1, D2, D3;
	output logic [15:0] out_mux;
	genvar i;
	generate
		for (i=0; i<16; i++) begin: each_bit_alusrc
			mux_4_1 dut5(.S0(S0), .S1(S1), .D0(D0[i]),.D1(D1[i]),.D2(D2[i]),.D3(D3[i]), .out_mux(out_mux[i]));
		end
	endgenerate
endmodule
module mux_8_1(S2, S1, S0, D0, D1, D2, D3, D4, D5, D6, D7, out_mux);
	input logic S2, S1, S0;
	input logic D0, D1, D2, D3, D4, D5, D6, D7;
	output logic out_mux;
	logic t0, t1, t2, t3, t4, t5, t6, t7;
	logic y0, y1;
	not #0.05 s2_not(S2_not, S2);
	not #0.05 s1_not(S1_not, S1);
	not #0.05 s0_not(S0_not, S0);
	and #0.05 and4(t0, S2_not, S1_not, S0_not, D0);
	and #0.05 and5(t1, S2_not, S1_not, S0, D1);
	and #0.05 and6(t2, S2_not, S1, S0_not, D2);
	and #0.05 and7(t3, S2_not, S1, S0, D3);
	and #0.05 and8(t4, S2, S1_not, S0_not, D4);
	and #0.05 and9(t5, S2, S1_not, S0, D5);
	and #0.05 and10(t6, S2, S1, S0_not, D6);
	and #0.05 and11(t7, S2, S1, S0, D7);
	or #0.05 orgate_mux0(y0, t0, t1, t2, t3);
	or #0.05 orgate_mux1(y1, t4, t5, t6, t7);
	or #0.05 orgate_muxf(out_mux, y0, y1);
endmodule
module muxr_loop_alu(S2,S1,S0, D0, D1, D2, D3, D4, D5, D6, D7, mux_output);
	input logic [63:0]D0, D1, D2, D3, D4, D5, D6, D7;
	input logic S2,S1,S0;
	output logic [63:0]mux_output;
	genvar i;
	generate
		for (i = 0; i<64; i++) begin : eachBitofInputs
			mux_8_1 dut1(.S2(S2), .S1(S1), .S0(S0), .D0(D0[i]), .D1(D1[i]), .D2(D2[i]), .D3(D3[i]), 
							.D4(D4[i]), .D5(D5[i]), .D6(D6[i]), .D7(D7[i]), .out_mux(mux_output[i]));
		end
	endgenerate
endmodule
--- /design/flow/run.sh ---
#!/bin/bash
# OpenROAD 26Q1-2900-gdf79404cd8, Yosys 0.63+post, stock flow scripts
make -C /OpenROAD-flow-scripts/flow DESIGN_CONFIG=/design/flow/config.mk WORK_HOME=/design/flow/orfs finish
==> flow_summary.toml <==
# implementation run metrics
[outcome]
outcome = "finished with violations"
violations = "negative setup slack"

[yosys]
largest_area_cell = "mux4_2"
ys_chip_area_mm2 = 0.00210
synth_sequential_area_ratio_pct = 0
synth_cells = 142
yosys-stat-cells = 142
syn-mean-instance-area_um2 = 14.8
common_cells = "buf_4 (64), mux4_2 (60), buf_12 (6), buf_2 (6), mux4_1 (4)"
yosysWarnings = 2
top_cell = "buf_4"
syn-cell-area_mm2 = 0.00210
netlist_top_cells_area = "mux4_2 (64%), buf_4 (23%), buf_12 (5.7%)"
synthDistinctLibCells = 7
yosys.area.top_type_share_pct = 64.2

[final_timing]
hold_ws_ns = 0.777
final_hold_viol_count = 0
fin_crit_ns = 1.53
rsz0062_at_grt = "true"
max_freq_mhz = 656
post-route-period-util_pct = 153
finalSetupViolations = 64
maxSlewViolCount = 0
relSlewSlack_pct = 86.9
worstMarginPinSlew_ns = 0.197
setup_slack_ns = -0.525

[power]
switching_share_pct = 22.9
p_clk_share_pct = 0
finalPower_mw = 2.02
comb_power_share_pct = 100.0
power.leakage_nw = 2.44
p_seq_share_pct = 0
switchingPower_mw = 0.462
vdd_ir_drop_max_mv = 0.287
internal_power_mw = 1.56
cellPowerDensity_mw_per_mm2 = 386

[final_layout]
drive_gt1_share_pct = 39.8
clockBufferCount = 0
area_growth_pct = 148
flops = 0
flop_area_um2 = 0
post-route-util_pct = 36.2
instances_no_fill = 612

[floorplan]
fp_util_pct = 14.6
die_h_um = 141
coreArea_mm2 = 0.0144
fp.dieW_um = 141
die_area_mm2 = 0.0199
ioPinCount = 322
placement_rows = 44

[routing]
vias = 2495
routed_wl_mm = 13.2
postRouteAntennaNets = 0
drtIter0Drc = 46
drt_pass1_iterations = 2
drc = 0
vias_per_cell = 4.08
post_drt_wl_per_cell_um = 21.6

[global_route]
grt_pass1_wl_mm = 18.8
grt_usage_pct = 12.6
antenna_found_initial = 6
first_global_vias = 2968
grt_max_degree = 34
grt_overflow_total = 0

[placed_design]
io_buffers = 322
dp_hpwl_mm = 11.4
gp_congestion = 0.852
dp.cells = 577

[worst_setup_path]
endpoint_kind = "output port"
critical_path_arrival_ns = 1.33
crit_type = "in2out"
cp_max_fo = 6
worstPathRequired_ns = 0.80
startpoint_type = "primary input"

[run]
max_cap_violations = 0
warnings = 35

[clocking]
postCtsHoldBufs = 0

[hold_path]
min_path_type = "in2out"
## kinds of logic (layout without fill, tap and decap cells)
logic type,Yosys count,in the layout,synth area share [%]
buf+inv,78,361,30.8
mux,64,64,69.2
other cells,0,3,0
## metal layers
layer,up-vias,GRT usage [%],share of wire (%)
met2,179,19.9,48
met3,4,7.88,15
met1,1192,15.1,37
met4,4,0,0.015
li1,1116,-,-
met5,-,0,0.16
## placed cells by master, fill, tap and decap left out
master and instances:
mux4_2 64, buf_4 7, dlygate4sd2_1 39, clkdlybuf4s50_1 171
diode_2 3, dlymetal6s2s_1 46, buf_16 3, buf_6 13
clkbuf_2 7, buf_12 11, buf_8 6, buf_2 58
## final timing paths
path	end	slack [ns]	cells after the start	from
worst max-delay path	out_mux[15]	-0.53	7	S0
worst min-delay path	out_mux[63]	0.78	3	D0[63]
## worst max-delay path: stages
cell and delay, ns:
buf_16 0.12, buf_8 0.13, buf_12 0.12, buf_4 0.12
buf_6 0.10, mux4_2 0.40, buf_2 0.13
## through the flow
stage / TNS, ns / instance area (um^2) / worst slack (ns)
final: -26.70 / 5230 / -0.525
after CTS: -30.18 / 5160 / -0.571
after global placement: -48.03 / 5000 / -0.788
after global routing: -29.48 / 5220 / -0.584
after floorplan: -18.06 / 2110 / -0.288
after detailed placement: -48.40 / 5000 / -0.804
## what timing repair did
action                     4_1_cts  5_1_grt
resized                        269       66
pin swaps                        0        0
setup endpoints to repair       64       64
setup buffers                   25        7
gates cloned                     5        0
## power groups by stage
| stage | clock [mW] | combinational [mW] | sequential (mW) |
|---|---|---|---|
| after global routing | 0.000000134 | 2.17 | 0 |
| after CTS | 0 | 2.12 | 0 |
| final | 0.000000403 | 2.02 | 0 |
## layout make-up
| type | count | area (um^2) |
|---|---|---|
| fillers | 1405 | 9200 |
| well taps | 184 | 230 |
| repair buffers | 361 | 3550 |
| diodes | 3 | 7.51 |
| multi-input cells | 64 | 1440 |
Power figures rest on the tool's default switching activity, not on a simulated workload.
