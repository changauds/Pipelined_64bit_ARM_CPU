--- design/flow/design.v ---
`timescale 1ns/10ps
module full_add_sub(A,B, Cin, select, Sum, Cout);
	input logic A,B, Cin;
	input logic [2:0] select;
	output logic Sum, Cout;
	logic use_this_B, sec_op_SUM, first_op, sec_op, third_op;
	xor #0.05(use_this_B, select[0], B);
	xor #0.05(sec_op_SUM, A, use_this_B);
	xor #0.05(Sum, Cin, sec_op_SUM);
	and #0.05(first_op, A, use_this_B);
	and #0.05(sec_op, use_this_B, Cin);
	and #0.05(third_op, Cin, A);
	or #0.05(Cout, first_op, sec_op, third_op);
endmodule
module full_adder #(parameter LENGTH = 64)(A, B, Cin, Sum, Cout, overflow, select, negative, zero, carry_flag);
	input logic [LENGTH-1:0] A, B, Cin;
	output logic [LENGTH-1:0] Sum, Cout;
	output logic [1:0]overflow, negative, zero, carry_flag;
	input logic [2:0] select;
	genvar i;
	full_add_sub dut1(.A(A[0]), .B(B[0]), .Cin(select[0]), .select(select),.Sum(Sum[0]), .Cout(Cout[0]));
	generate
	for (i=1; i<64; i++) begin:eachFullAdder
		full_add_sub dut1(.A(A[i]),.B(B[i]), .Cin(Cout[i-1]), .select(select), .Sum(Sum[i]), .Cout(Cout[i]));
	end
	endgenerate
	xor #0.05(overflow[0], Cout[62], Cout[63]);
	buf #0.05(carry_flag[0], Cout[63]);
	xor #0.05(overflow[1], Cout[62], Cout[63]);
	buf #0.05(carry_flag[1], Cout[63]);
	genvar j,k;
	logic [15:0] zero_check;
	logic [3:0] zero_check2;
	logic zero_check3;
	generate
		for (j=0; j<16; j++) begin: eachOrGate
			or #0.05(zero_check[j], Sum[j*4], Sum[j*4+1], Sum[j*4+2], Sum[j*4+3]);
		end
		for (k=0; k<4; k++) begin: eachNotGate
			or #0.05(zero_check2[k], zero_check[k*4], zero_check[k*4+1], zero_check[k*4+2], zero_check[k*4+3]);
		end
		or #0.05(zero_check3, zero_check2[0], zero_check2[1], zero_check2[2], zero_check2[3]);
		not #0.05(zero[0], zero_check3);
		not #0.05(zero[1], zero_check3);
	endgenerate
	and #0.05(negative[0], Sum[63], 1'b1);
	and #0.05(negative[1], Sum[63], 1'b1);
endmodule
--- design/flow/run.sh ---
#!/bin/bash
# OpenROAD 26Q1-2900-gdf79404cd8, Yosys 0.63+post, stock flow scripts
make -C /OpenROAD-flow-scripts/flow DESIGN_CONFIG=/design/flow/config.mk WORK_HOME=/design/flow/orfs finish
--- design/flow/config.mk ---
export PLATFORM = sky130hd
export DESIGN_NAME = full_adder
export DESIGN_NICKNAME = full_adder
export VERILOG_FILES = /design/flow/design.v
export SDC_FILE = /design/flow/constraint.sdc
export NUM_CORES = 4
export LEC_CHECK = 1
export CORE_AREA = 10 10 144 144
export DIE_AREA = 0 0 154 154
--- design/flow/constraint.sdc ---
current_design full_adder

set clk_period 30.6
set clk_io_pct 0.2

create_clock -name clk0 -period $clk_period

set non_clock_inputs [all_inputs -no_clocks]
set_input_delay [expr $clk_period * $clk_io_pct] -clock clk0 $non_clock_inputs
set_output_delay [expr $clk_period * $clk_io_pct] -clock clk0 [all_outputs]
==> metrics.cfg <==
[grt]
grt-ovfl-total = 0
grt_pass1_vias = 4961
grt_use_total = 0.149
antenna_found_initial = 0
grt_pass1_wl_mm = 28.5
grt_max_degree = 42

[cells_and_area]
syn_to_final_growth_pct = 36.3
drive_above_1_share = 0.0455
utilization = 0.401
final_cells = 1039
regArea_sq_um = 0
clockBufferCount = 0
flops = 0

[sta]
tightestPinTransition_ns = 0.637
fmax_ghz = 0.0421
finalClockPeriodUsage = 0.777
period_minus_slack_ns = 23.76
rsz0062_at_grt = no
max_slew_margin = 0.575
hold_violations = 0
tns_ns = 0
hold_ws_ns = 13.07
finalSetupViolCount = 0
maxSlewViolCount = 0
fin_ws_ns = 6.84

[power]
powerDensity_nw_per_um2 = 32.0
leakage_nw = 3.00
vdd.ir_drop.worst_mv = 0.0167

[critical_path]
critPathCaptureType = primary output
cp_slowest_cell = fa_1
critPathLaunchType = input port
worstPathMaxFanout = 41
crit_buf_inv = 7
slowest_delay_ns = 0.57
critical_path_required_ns = 24.48
cp_common_cell = fa_1
arrival_ns = 17.64
criticalPathCategory = in2out
cpLargestDelayFamily = adder cells

[clock_tree]
cts_resized = 0
ctsHoldBuffers = 0
post-cts-setup-buffers = 0

[place]
place.gp.congestion = 0.897
dp_slack_ns = 6.75
io_buffers = 265
dp_hpwl_mm = 16.8
placedCellCount = 1039

[drt]
wl_per_cell_um = 18.1
dr.pass1.iters = 5
wl_met3_mm = 1.76
drc_errors = 0
detail-route-antenna-nets = 0
dr_wl_met2_mm = 8.96
top_layer = met4
vias = 4907
vias_per_cell = 4.72
n_antenna_cell = 0
drt_iter0_drc = 192
wirelength_mm = 18.9
drt-met1-wl_mm = 8.07

[synth]
post-synth-top-count-cell = buf_4
avgSynthCellArea_sq_um = 7.43
yosys.area.top_type = buf_4
ys_sh_simple = 0.169
yosys.area.top_type_share = 0.197
yosysSeqAreaShare = 0
ys_warn_count = 0
ys_sh_adder = 0.168
topCombFamilyByArea = buffers and inverters
ys_top_cells_by_count = buf_4, xor2_1, inv_1, ha_1, nor2_1
synthXorXnorAreaFrac = 0.201
ys_cells = 692
ys_area_sq_um = 5140
synthAoiAreaFrac = 0.206
synth.distinct_cells = 64
synthCells = 692
ys_sh_mux = 0
syn_area_sq_um = 5140
topCellsByArea = buf_4, xor2_1, ha_1

[floorplanning]
fp_util = 0.294
die-area_sq_um = 23700
ios = 331
core_sq_um = 17500
die_h_um = 154
row_count = 48
die_w_um = 154

[worst_hold_path]
hold_class = in2out

[status]
status = finished, final reports clean

[job]
cap_violations = 0
warning_count = 98

## area by class of cell
type	count	area [sq um]
Fill cell	1787	10500
Multi-Input combinational cell	487	3830
Timing Repair Buffer	268	2670
Tap cell	225	282
Inverter	59	221
## where the power goes
| part | switching [mW] | internal [mW] | total [mW] |
|---|---|---|---|
| Sequential | 0 | 0 | 0 |
| Combinational | 0.0889 | 0.135 | 0.224 |
| Clock | 0 | 0 | 0 |
## per-stage QoR
stage          cell area, sq um  total power [mW]
2_1_floorplan              5140             0.145
3_3_place_gp               7000             0.228
3_5_place_dp               7000             0.227
4_1_cts                    7000             0.229
5_1_grt                    7000             0.248
6_report                   7000             0.224
## path summary, 6_finish.rpt
kind | slack, ns | depth (start not counted) | to | startpoint
worst max-delay path | 6.84 | 37 | zero[0] | select[0]
worst min-delay path | 13.07 | 4 | Cout[0] | select[0]
## tightest hold or removal path, cell delays in order
cell and delay, ns:
buf_4 0.13, inv_1 0.07, o21ai_0 0.16, clkdlybuf4s50_1 0.47
## placed cells by master (no fill, tap or decap), drive strengths merged, types with 18 or more instances in the layout
cell type	netlist	routed
a21oi	19	19
o21ai	23	23
nor3	18	18
xor2	101	101
or2	27	27
inv	59	59
ha	53	53
nor2	44	44
clkdlybuf4s50	0	264
a21o	18	18
## logic make-up after synthesis
group,count (synthesis)
adder cells (fa/ha/maj),63
buffers and inverters,205
AND/OR/NAND/NOR,160
XOR/XNOR,118
AND-OR/OR-AND,146
## layer usage
metal / global-route usage / up-vias
met5: 0 / -
met4: 0.00450 / 0
met3: 0.0506 / 4
met2: 0.255 / 171
met1: 0.187 / 2212
li1: - / 2520
Power is estimated from default activity; no workload was simulated.
